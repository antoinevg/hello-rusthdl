<file path="design/flow/design.v">
module blinky(clk,blink);
    input wire  clk;
    output reg  blink;
    reg  pulser$clock;
    reg  pulser$enable;
    wire  pulser$pulse;
    blinky$pulser pulser(
        .clock(pulser$clock),
        .enable(pulser$enable),
        .pulse(pulser$pulse)
    );
    always @(*) begin
        pulser$clock = clk;
        pulser$enable = 1'b1;
        blink = pulser$pulse;
    end
endmodule  
module blinky$pulser(clock,enable,pulse);
    input wire  clock;
    input wire  enable;
    output reg  pulse;
    reg  strobe$enable;
    wire  strobe$strobe;
    reg  strobe$clock;
    reg  shot$trigger;
    wire  shot$active;
    reg  shot$clock;
    wire  shot$fired;
    blinky$pulser$strobe strobe(
        .enable(strobe$enable),
        .strobe(strobe$strobe),
        .clock(strobe$clock)
    );
    blinky$pulser$shot shot(
        .trigger(shot$trigger),
        .active(shot$active),
        .clock(shot$clock),
        .fired(shot$fired)
    );
    always @(*) begin
        strobe$clock = clock;
        shot$clock = clock;
        strobe$enable = enable;
        shot$trigger = strobe$strobe;
        pulse = shot$active;
    end
endmodule  
module blinky$pulser$shot(trigger,active,clock,fired);
    input wire  trigger;
    output reg  active;
    input wire  clock;
    output reg  fired;
    localparam  duration = 32'he4e1bf;
    reg  [31:0] counter$d;
    wire  [31:0] counter$q;
    reg  counter$clock;
    reg  state$d;
    wire  state$q;
    reg  state$clock;
    blinky$pulser$shot$counter counter(
        .d(counter$d),
        .q(counter$q),
        .clock(counter$clock)
    );
    blinky$pulser$shot$state state(
        .d(state$d),
        .q(state$q),
        .clock(state$clock)
    );
    always @(*) begin
        counter$clock = clock;
        state$clock = clock;
        counter$d = counter$q;
        state$d = state$q;
        if (state$q) begin
            counter$d = counter$q + 32'h1;
        end
        fired = 1'b0;
        if (state$q && (counter$q == duration)) begin
            state$d = 1'b0;
            fired = 1'b1;
        end
        active = state$q;
        if (trigger) begin
            state$d = 1'b1;
            counter$d = 32'h0;
        end
    end
endmodule  
module blinky$pulser$shot$counter(d,q,clock);
    input wire  [31:0] d;
    output reg  [31:0] q;
    input wire  clock;
    initial begin
       q = 32'h0;
    end
    always @(posedge clock) begin
       q <= d;
    end
endmodule  
module blinky$pulser$shot$state(d,q,clock);
    input wire  d;
    output reg  q;
    input wire  clock;
    initial begin
       q = 1'h0;
    end
    always @(posedge clock) begin
       q <= d;
    end
endmodule  
module blinky$pulser$strobe(enable,strobe,clock);
    input wire  enable;
    output reg  strobe;
    input wire  clock;
    localparam  threshold = 32'h39386ff;
    reg  [31:0] counter$d;
    wire  [31:0] counter$q;
    reg  counter$clock;
    blinky$pulser$strobe$counter counter(
        .d(counter$d),
        .q(counter$q),
        .clock(counter$clock)
    );
    always @(*) begin
        counter$clock = clock;
        counter$d = counter$q;
        if (enable) begin
            counter$d = counter$q + 32'h1;
        end
        strobe = enable & (counter$q == threshold);
        if (strobe) begin
            counter$d = 32'h1;
        end
    end
endmodule  
module blinky$pulser$strobe$counter(d,q,clock);
    input wire  [31:0] d;
    output reg  [31:0] q;
    input wire  clock;
    initial begin
       q = 32'h0;
    end
    always @(posedge clock) begin
       q <= d;
    end
endmodule  
</file>
<file path="design/flow/run.sh">
#!/bin/bash
# OpenROAD 26Q1-2900-gdf79404cd8, Yosys 0.63+post, stock flow scripts
make -C /OpenROAD-flow-scripts/flow DESIGN_CONFIG=/design/flow/config.mk WORK_HOME=/design/flow/orfs finish
</file>
<file path="design/flow/config.mk">
export PLATFORM = sky130hd
export DESIGN_NAME = blinky
export DESIGN_NICKNAME = blinky
export VERILOG_FILES = /design/flow/design.v
export SDC_FILE = /design/flow/constraint.sdc
export NUM_CORES = 4
export LEC_CHECK = 1
export CORE_UTILIZATION = 30
</file>
<file path="design/flow/constraint.sdc">
current_design blinky

set clk_period 4.3
set clk_io_pct 0.2

create_clock -name clk0 -period $clk_period [get_ports {clk}]

set non_clock_inputs [all_inputs -no_clocks]
set_input_delay [expr $clk_period * $clk_io_pct] -clock clk0 $non_clock_inputs
set_output_delay [expr $clk_period * $clk_io_pct] -clock clk0 [all_outputs]
</file>
==> reports/results.ini <==
[critical_path]
r2r_cells = 5
crit_path_end = pulser.shot.counter.q[12]
r2r_slack_ps = 1690
r2r-start = pulser.strobe.counter.q[21]
cp-startpoint = pulser.strobe.counter.q[21]
cp_data_arrival_time_ps = 2830
cp_data_required_time_ps = 4530
endpoint_kind = flip-flop
cp-start-kind = flip-flop
path_class = flip-flop to flip-flop
cp_max_fo = 23
r2r-end = pulser.shot.counter.q[12]

[routing]
drtIter0Drc = 170
dr.pass1.iters = 5
post-route-drc-count = 0
routed_wl_um = 6400
insertedDiodeCount = 0
vias = 2636
avgViaCountPerCell = 5.41
wl_per_cell_um = 13.1
antenna_violating_nets_post_route = 0

[yosys]
ys_cells = 351
syn_avg_cell_area_um2 = 8.82
edf_count = 0
ys.flops = 65
syn_area_um2 = 3100
synth_seq_share_pct = 42.0
yosysWarnings = 7
yosys-stat-area_um2 = 3100
synthDistinctLibCells = 42
synth_cells = 351
async_flop_share_pct = 0
ys.flop_type = dfxtp_1

[clock_network]
cts-root-buf = clkbuf_8
clock_sinks = 65
cts_tree = yes
postCtsSetupBuffers = 0
cts_inserted_buffers = 9
cts_buffer_depth = 2
insertion_delay_ps = 350
cts_resized = 0
cts.clk_slew.worst_paths_ps = 70
holdBufCountCts = 0
htreeDepth = 3

[power_and_ir_drop]
ir_drop_mv = 0.167
p_per_area_nw_per_um2 = 346
leakagePower_nw = 1.30

[hold_path]
whs_path_depth = 1
hp-class = flip-flop to flip-flop

[layout]
fin_util_pct = 34.8
drive_above_1_share_pct = 8.19
syn_to_final_growth_pct = 11.4
fillCellCount = 1019

[placement]
hpwl_um = 4230
gp_congestion = 0.847
portBuffers = 1

[run]
openroad.warnings = 25
maxCapViolCount = 0

[final_timing]
fin_crit_ps = 2610
tns_ps = 0
hold_viol_final = 0
drv_slew = 0
slew_headroom_pct = 43.7
tightest_slew_ps = 842
fmax_ghz = 0.384
rsz0062_at_grt = false
setup_viol = 0
timing.final.crit_share_pct = 60.6
clock-skew-final_ps = 10.7

[floorplan]
core-area_um2 = 9910
die_w_um = 104
io_pins = 2
die-area_um2 = 10700
rows = 36
dieHeight_um = 104
core_util_floorplan_pct = 31.2

[grt]
grt_pass1_vias = 2459
grt_pass1_wl_um = 11700
gr-total-overflow = 0
antenna_found_initial = 0
grt_max_degree = 24
grt.total_usage_pct = 13.0

[outcome]
outcome = completed

-- report_power, final --
group | total [mW] | leakage (nW) | switching (mW) | internal [mW]
clock | 0.590 | 0.115 | 0.234 | 0.356
combinational | 0.000000666 | 0.666 | 0 | 0
sequential | 0.602 | 0.523 | 0 | 0.602
total | 1.19 | 1.30 | 0.234 | 0.958
-- layout make-up --
class | instances | area, µm² | share of cell area [%]
clock buffers | 11 | 151 | 4.39
flip-flops and latches | 65 | 1300 | 37.7
repair buffers | 2 | 17.5 | 0.508
well taps | 133 | 166 | 4.83
multi-input cells | 267 | 1720 | 49.9
inverters | 4 | 15.0 | 0.435
clock inverters | 5 | 77.6 | 2.25
-- through the flow --
step / power (mW) / hold WS, ps / instance area, µm² / cells / setup WS (ps)
after floorplan: 0.615 / 407 / 3100 / 351 / 2440
after global placement: 0.615 / 451 / 3220 / 471 / 1700
after detailed placement: 0.615 / 438 / 3220 / 471 / 1640
after CTS: 1.20 / 468 / 3450 / 487 / 1660
after global routing: 1.24 / 484 / 3450 / 487 / 1460
final: 1.19 / 465 / 3450 / 487 / 1690
-- placed cells by master (no fill, tap or decap), drive strengths merged, types with 3 or more instances in the layout --
cell,n
a21oi,24
and3,7
and4,12
clkbuf,11
dfxtp,65
inv,4
mux2i,3
nand2,25
nand3,23
nand4,27
nor2,22
nor3,12
nor4,8
nor4b,3
o21ai,13
o31ai,12
or3,10
or4,15
xnor2,18
xor2,15
-- synth_stat cells (12+ instances only) --
library cell | instances | share of area (%)
a21oi_1 | 23 | 3.7
and4_1 | 12 | 3.4
dfxtp_1 | 65 | 42
nand2_1 | 24 | 2.9
nand3_1 | 22 | 3.6
nand4_1 | 26 | 5.3
nor2_1 | 22 | 2.7
o21ai_0 | 13 | 2.1
o31ai_1 | 12 | 2.9
or4_1 | 14 | 3.4
xnor2_1 | 18 | 5.1
xor2_1 | 15 | 4.2
-- flip-flops by register name, indices dropped and copies added (netlist names) --
register	cells
pulser.strobe.counter.q	32
pulser.shot.counter.q	32
pulser.shot.state.q	1
-- metal layers --
layer	global-route usage (%)	wire, µm	up-vias
met1	20.8	3340	1231
met3	2.31	285	10
met2	19.1	2670	62
li1	-	-	1333
met4	1.76	108	0
met5	0	0	-
-- kinds of logic (layout without fill, tap and decap cells) --
| logic type | after synthesis | count (layout) | synth area share (%) |
|---|---|---|---|
| buffers and inverters | 19 | 22 | 2.63 |
| AND-OR/OR-AND | 57 | 57 | 11.2 |
| flip-flops | 65 | 65 | 42.0 |
| AND/OR/NAND/NOR | 172 | 172 | 33.0 |
| multiplexers | 3 | 3 | 0.970 |
| XOR/XNOR | 33 | 33 | 9.34 |
| adder cells (fa/ha/maj) | 2 | 2 | 0.808 |
-- worst min-delay path by stage --
stage,to,from
6_report,pulser.strobe.counter.q[0],pulser.strobe.counter.q[0]
5_1_grt,pulser.strobe.counter.q[31],pulser.strobe.counter.q[31]
4_1_cts,pulser.strobe.counter.q[0],pulser.strobe.counter.q[0]
-- worst max-delay path: stages (launching register included) --
cell and delay, ps:
dfxtp_1 370, nor4b_1 410, nand4_1 400, nor3_4 820
buf_4 400, nor2_1 80
Power is estimated from default activity; no workload was simulated.
